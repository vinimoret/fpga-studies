[/design/flow/design.v]
module fsm_moore(
    input clk,
    input rst_btn,
    input go_btn,
    output reg [3:0] led,
    output reg done_sig, 
);
localparam STATE_IDLE = 2'd0;
localparam STATE_COUNTING = 2'd1;
localparam STATE_DONE = 2'd2;
localparam MAX_CLK_COUNT = 24'd2000000;
localparam MAX_LED_COUNT = 4'hf;
wire rst;
wire go;
reg div_clk;
reg [1:0] state;
reg [23:0] clk_count;
assign rst = ~rst_btn;
assign go = ~go_btn;
always@(posedge clk or posedge rst) begin
    if(rst == 1'b1) begin
        clk_count <= 24'b0;
    end 
    else if(clk_count == MAX_CLK_COUNT) begin
        clk_count <= 24'b0;
        div_clk <= ~div_clk;
    end 
    else begin
        clk_count <= clk_count+1;
    end
end
always@(posedge div_clk or posedge rst) begin
    if(rst == 1'b1) begin
        state <=STATE_IDLE;
    end 
    else begin
        case (state)
            STATE_IDLE:begin
                if(go == 1'b1) begin
                    state <= STATE_COUNTING;
                end
            end 
            STATE_COUNTING:begin
                if(led == MAX_LED_COUNT) begin
                    state <= STATE_DONE;
                end
            end
            STATE_DONE: state <= STATE_IDLE;
            default: state <= STATE_IDLE;
        endcase
    end
end
always @(posedge div_clk or posedge rst) begin
    if(rst == 1'b1) begin
        led<=4'b0;
    end
    else begin
        if(state == STATE_COUNTING) begin
            led <= led +1;
        end
        else begin
            led <= 4'd0;
        end
    end
end
always @( * ) begin
    if(state == STATE_DONE) begin
        done_sig = 1'b1;
    end
    else begin
        done_sig = 1'b0;
    end
end
endmodule
[/design/flow/run.sh]
#!/bin/bash
# OpenROAD 26Q1-2900-gdf79404cd8, Yosys 0.63+post, stock flow scripts
make -C /OpenROAD-flow-scripts/flow DESIGN_CONFIG=/design/flow/config.mk WORK_HOME=/design/flow/orfs finish
[/design/flow/config.mk]
export PLATFORM = sky130hd
export DESIGN_NAME = fsm_moore
export DESIGN_NICKNAME = fsm_moore
export VERILOG_FILES = /design/flow/design.v
export SDC_FILE = /design/flow/constraint.sdc
export NUM_CORES = 4
export LEC_CHECK = 1
export CORE_AREA = 10 10 100 100
export DIE_AREA = 0 0 110 110
[/design/flow/constraint.sdc]
current_design fsm_moore

set clk_period 4.1
set clk_io_pct 0.2

create_clock -name clk0 -period $clk_period [get_ports {clk}]

set non_clock_inputs [all_inputs -no_clocks]
set_input_delay [expr $clk_period * $clk_io_pct] -clock clk0 $non_clock_inputs
set_output_delay [expr $clk_period * $clk_io_pct] -clock clk0 [all_outputs]
==> results.toml <==
# flow metrics
[floorplanning]
io_pins = 8
die_area_um2 = 12100
core_area_um2 = 7810
die_x_um = 110
placementRows = 32
die_y_um = 110
fp_util = 0.186

[routing]
vias = 962
avgViaCountPerCell = 3.89
ant_nets = 0
detail_route.first_pass.iterations = 4
drt-initial-drc-count = 76
antenna_cells_inserted = 0
routed_wirelength_um = 2500
wl_per_cell_um = 10.1
remaining_drc_errors = 0

[timing]
worst_pin_slew_ns = 0.423
finalSetupViolCount = 0
hold_viol = 0
rsz0062_at_grt = "false"
fmax_ghz = 0.538
tns_ns = 0
drv_slew = 0
fin_crit_ns = 1.86
finClkSkew_ns = 0.00153
maxSlewHeadroom = 0.718
unclocked_regs = 7
finalClockPeriodUsage = 0.453
untimed_endpoints = 12

[synth]
flop_cell = "dfrtp_1"
synthArstFlopShare = 0.969
edf_count = 1
area_leaders = "dfrtp_1 (52%), xnor2_1 (8.4%), nand3_1 (3.4%)"
syn_avg_cell_area_um2 = 10.8
yosys.area.top_type = "dfrtp_1"
synth_cells = 134
top_area_frac = 0.516
top_cells_by_count = "dfrtp_1 (30), xnor2_1 (14), nor2_1 (12)"
yosys_cells = 134
synth_cell_types = 29
synth-seq-cells = 32
yosysWarnings = 1
syn_area_um2 = 1450
synth.most_common_cell = "dfrtp_1"
ys_area_um2 = 1450
yosysSeqAreaShare = 0.555

[cells_and_area]
area_growth_pct = 17.1
drive_gt1_frac = 0.0621

[global_route]
grtUsageTotal = 0.0465
antenna_found_initial = 0
grt_max_degree = 33
grt_pass1_vias = 1012
grt_first_pass_wirelength_um = 4730
grt_overflow = 0

[worst_setup_path]
crit_path_end_kind = "register"
reg2reg_from = "clk_count[0]$_DFF_PN0_"
cpMaxStageDelayCell = "clkdlybuf4s50_1"
crit_family = "buffers and inverters"
critPathLaunchType = "input pin"
worstSetupPathDepth = 3
r2r_slack_ns = 2.26
worst-path-max-fanout = 32
path_cells = "clkdlybuf4s50_1 > buf_4 > and2_1"
cp_slowest_stage_delay_ns = 0.46
cp.required_ns = 4.08
worstSetupPathType = "input pin to register"
r2r_end = "clk_count[20]$_DFF_PN0_"
critPathBufInv = 2
critPathArrivalTime_ns = 1.84
r2r_cells = 5

[clock_tree]
cts_buffer_depth = 2
clk_latency_ns = 0.26
path_clk_slew_ns = 0.08
postCtsSetupRepairBufs = 0
holdBufCountCts = 0
root_buffer = "clkbuf_8"
h-tree-depth = 1
cts_resized = 0
cts_tree = "built"
cts_inserted_buffers = 3

[placement]
numPortBuffers = 7
place.gp.congestion = 0.782
dp_hpwl_um = 1750

[run]
maxCapViolCount = 0
warnings = 26

[power]
power.density_cell_area_nw_per_um2 = 232
vdd_drop_max_mv = 0.144
p_total_uw = 396
leakage_uw = 0.000716

[worst_hold_path]
holdCritStartpoint = "clk_count[23]$_DFF_PN0_"
hold_path_class = "register to register"
min_to = "clk_count[23]$_DFF_PN0_"
whs_path_depth = 1

[run_status]
status = "completed"
## placed cells by master (no fill, tap or decap)
cell,netlist,final
dfrtp_1,30,30
xnor2_1,14,14
nor2_1,12,12
nand3_1,10,10
inv_1,8,8
nand2_1,8,8
clkdlybuf4s50_1,0,7
xor2_1,5,5
a21oi_1,5,5
nand4_2,3,3
nor4_1,3,3
o31ai_1,3,3
or4_1,3,3
nor4b_1,3,3
o21ai_0,3,3
and2_1,3,3
ha_1,3,3
clkbuf_8,0,3
and4_1,2,2
and3_1,2,2
nand4_1,2,2
nor3_1,2,2
or3_1,2,2
buf_4,0,2
or2_0,1,1
nor3b_1,1,1
nor2b_1,1,1
a21o_1,1,1
clkbuf_1,1,1
edfxtp_1,1,1
dfstp_2,1,1
## registers in the layout, summed over array words and instances, names as in the netlist
register and flops:
state 3, clk_count 24, div_clk 1, led 4
## cells by family (layout without fill, tap and decap cells)
logic type,after synthesis,count (layout),share of synthesized area
simple gates,58,58,0.230
flops,32,32,0.555
xor+xnor,19,19,0.114
compound gates,12,12,0.0482
buf+inv,10,21,0.0267
fa+ha+maj,3,3,0.0258
## cell type report
| cell class | instances | area [um^2] |
|---|---|---|
| Fill cell | 826 | 6100 |
| Sequential cell | 32 | 807 |
| Multi-Input combinational cell | 92 | 608 |
| Tap cell | 102 | 128 |
| Timing Repair Buffer | 9 | 85.1 |
| Clock buffer | 4 | 45.0 |
| Inverter | 8 | 30.0 |
## per-stage QoR
step	setup WS, ns	cells	hold slack, ns	utilization	instance area (um^2)
after detailed placement	1.94	243	0.464	0.212	1660
after global placement	1.94	243	0.462	0.212	1660
after CTS	2.22	247	0.474	0.218	1700
after floorplan	2.38	134	0.443	-	1450
after global routing	2.10	247	0.513	0.218	1700
final	2.24	247	0.473	0.218	1700
## worst max-delay path by stage
stage / from / end / slack (ns)
CTS: rst_btn / div_clk$_DFFE_PP_ / 2.22
global route: clk_count[0]$_DFF_PN0_ / clk_count[18]$_DFF_PN0_ / 2.10
finish: rst_btn / div_clk$_DFFE_PP_ / 2.24
## per-layer routing
layer / share of wire / track usage
met1: 0.50 / 0.0676
met3: 0.064 / 0.0129
met5: 0 / 0
met2: 0.42 / 0.0707
met4: 0.0096 / 0.00372
## power breakdown
| group | leakage [uW] | total (uW) | switching [uW] | internal [uW] |
|---|---|---|---|---|
| sequential | 0.000424 | 247 | 0 | 247 |
| combinational | 0.000270 | 8.39 | 6.09 | 2.30 |
| clock | 0.0000228 | 140 | 70.4 | 69.3 |
| total | 0.000716 | 396 | 76.5 | 319 |
Power is estimated from default activity; no workload was simulated.
