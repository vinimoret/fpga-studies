<file path="design/flow/config.mk">
export PLATFORM = sky130hd
export DESIGN_NAME = button_counter_with_fsm_debouncer
export DESIGN_NICKNAME = button_counter_with_fsm_debouncer
export VERILOG_FILES = /design/flow/design.v
export SDC_FILE = /design/flow/constraint.sdc
export NUM_CORES = 4
export LEC_CHECK = 1
export CORE_AREA = 10 10 112 112
export DIE_AREA = 0 0 122 122
</file>
<file path="design/flow/constraint.sdc">
current_design button_counter_with_fsm_debouncer

set clk_period 4.1
set clk_io_pct 0.2

create_clock -name clk0 -period $clk_period [get_ports {clk}]

set non_clock_inputs [all_inputs -no_clocks]
set_input_delay [expr $clk_period * $clk_io_pct] -clock clk0 $non_clock_inputs
set_output_delay [expr $clk_period * $clk_io_pct] -clock clk0 [all_outputs]
</file>
<file path="design/flow/design.v">
module button_counter_with_fsm_debouncer (
    input [1:0] switch ,
    input clk,
    output reg [3:0] led
);
wire rst;
wire btn_clk;
assign btn_clk = ~switch[0];
assign rst = ~switch[1];
localparam STATE_IDLE = 2'd0;
localparam STATE_COUNT = 2'd1;
localparam STATE_DONE = 2'd2;
localparam STATE_WAIT = 2'd3;
localparam MAX_CLK_COUNT = 24'd2000000;
localparam MAX_LED_COUNT = 4'hf;
reg [23:0] clk_count;
reg clk_div;
reg [1:0] state;
always @(posedge clk or posedge rst) begin
    if(rst == 1'b1) begin
        clk_count <=24'b0;
    end else if(clk_count == MAX_CLK_COUNT) begin
        clk_div <= ~clk_div;
        clk_count <= 24'b0;
    end
    else begin
        clk_count <= clk_count +1;
    end
end
always @(posedge clk_div or posedge rst) begin
    if(rst == 1'b1) begin
        state <= STATE_IDLE;
    end 
    else begin
        case (state)
            STATE_IDLE:begin
                if(btn_clk == 1'b1) begin
                    state <= STATE_COUNT;
                end
            end
            STATE_COUNT:begin
                if(led == MAX_LED_COUNT) begin
                    state <= STATE_DONE;
                end else begin
                    state <= STATE_WAIT;
                end
            end
            STATE_WAIT:begin
                if(btn_clk == 1'b1) begin
                    state <= STATE_COUNT;
                end
            end
            STATE_DONE: state <= STATE_IDLE;
        default: state <= STATE_IDLE;
        endcase
    end
end
always @(posedge clk_div or posedge rst) begin
    if(rst == 1'b1) begin
        led<=4'b0;
    end
    else begin
        if(state == STATE_COUNT) begin
            led <= led +1;
        end
    end
end
endmodule
</file>
<file path="design/flow/run.sh">
#!/bin/bash
# OpenROAD 26Q1-2900-gdf79404cd8, Yosys 0.63+post, stock flow scripts
make -C /OpenROAD-flow-scripts/flow DESIGN_CONFIG=/design/flow/config.mk WORK_HOME=/design/flow/orfs finish
</file>
==> flow_metrics.py <==
# Auto-generated metrics
metrics = {
    "setup_path": {
        "path_class": "reg2reg",
        "cp-end-kind": "flip-flop",
        "reg2reg_slack_ns": 1.75,
        "worstPathMaxFanout": 11,
        "regToRegStartpoint": "clk_count[12]",
        "r2r_end": "clk_div",
        "cpMaxStageDelayCell": "or4b_1",
        "startpoint_type": "flip-flop",
        "crit_chain": "or4b_1 > or4_1 > nor3_2 > and2_1",
        "cpPeakStageDelay_ns": 0.50,
        "cp.arrival_ns": 2.34,
        "ff2ff_path_depth": 4,
        "critPathRequiredTime_ns": 4.09,
    },
    "global_route": {
        "grt.total_usage_pct": 3.580,
        "antenna_found_initial": 0,
        "grt_pass1_wl_mm": 4.478,
        "grt.overflow.total": 0,
        "grt_pass1_vias": 924,
        "grt_max_degree": 34,
    },
    "yosys": {
        "ys_ff": 33,
        "top_cells_by_area": "dfrtp_1 51%, xnor2_1 8.7%, nand4_1 3.7%",
        "synth_top_area_share_pct": 51.45,
        "yosys_area_um2": 1508,
        "synth-warning-count": 1,
        "syn_inst": 136,
        "yosys_most_used_dff": "dfrtp_1",
        "yosys_cells": 136,
        "synth_cell_type_count": 34,
        "synth.cell_area_um2": 1508,
        "top_cell": "dfrtp_1",
        "common_cells": "31 x dfrtp_1, 15 x xnor2_1, 13 x nor2_1",
        "synth-async-reset-ratio_pct": 96.97,
        "synth.avg_cell_area_um2": 11.09,
        "top_area_cell": "dfrtp_1",
        "edf_count": 1,
        "yosysSeqAreaShare_pct": 55.19,
    },
    "cts": {
        "cts_setup_buffers": 0,
        "cts_tree": "built",
        "root_buffer": "clkbuf_8",
        "cts_max_level": 1,
        "ctsResizeCount": 0,
        "clk_latency_ns": 0.26,
        "numCtsBuffers": 3,
        "cts_max_path_buffers": 2,
        "hold_buffers": 0,
        "clkTransAtPathRegs_ns": 0.08,
    },
    "min_path": {
        "min_from": "clk_count[23]",
        "min_path_cells": 1,
        "hold_path_class": "reg2reg",
        "holdPathEnd": "clk_count[23]",
    },
    "sta": {
        "fmax_mhz": 425.2,
        "unclocked_pins": 8,
        "untimed_endpoints": 12,
        "final_max_slew_viol_count": 0,
        "tns_ns": 0,
        "report.final.setup_viol": 0,
        "rsz0062_at_grt": "false",
        "clock_skew_ns": 0.002342,
        "tightest_slew_ns": 0.6563,
        "hold_viol": 0,
        "setup_ws_ns": 1.748,
        "slew_headroom_pct": 56.09,
        "period_needed_ns": 2.352,
        "min_period_over_period_pct": 57.37,
    },
    "pwr": {
        "pwr_density_cell_nw_per_um2": 224.7,
        "p_leak_nw": 0.6845,
        "ir_drop_mv": 0.1208,
    },
    "drt": {
        "viasPerCell": 3.500,
        "insertedDiodeCount": 0,
        "dr.pass1.iters": 4,
        "drt_iter0_drc": 49,
        "wl_per_cell_um": 8.986,
        "totalWireLength_mm": 2.516,
        "ant_nets": 0,
        "vias": 980,
        "drcViolationCount": 0,
    },
    "flow_run": {
        "tool_warnings": 26,
        "cap_viol_max_count": 0,
    },
    "die": {
        "die_area_um2": 14880,
        "rows": 37,
        "initCoreUtil_pct": 14.74,
        "fp.dieH_um": 122,
        "ios": 7,
        "dieWidth_um": 122,
        "core_area_um2": 10230,
    },
    "placement": {
        "io_buffers": 6,
        "hpwl_mm": 1.796,
        "place_ws_ns": 1.748,
        "gp_congestion": 0.7895,
    },
    "cells_and_area": {
        "drive_above_1_share_pct": 4.861,
        "n_fill_cell": 1097,
        "area_growth_pct": 17.43,
    },
    "status": {
        "outcome": "finished clean",
    },
}
-- layer usage --
| metal | vias up | track usage [%] | share of wire (%) |
|---|---|---|---|
| met4 | 0 | 0.2981 | 0.83 |
| li1 | 506 | - | - |
| met2 | 9 | 5.249 | 40 |
| met1 | 463 | 5.128 | 53 |
| met5 | - | 0 | 0 |
| met3 | 2 | 1.362 | 5.9 |
-- cells in the final DEF, fill, tap and decap left out, types with 4 or more instances in the layout --
master           synthesis  routed
and4_1                   4       4
clkdlybuf4s50_1          0       6
dfrtp_1                 31      31
inv_1                    5       5
nand2_1                  9       9
nand3_1                  9       9
nand4_1                  9       9
nor2_1                  13      13
xnor2_1                 15      15
xor2_1                   5       5
-- stage by stage --
step / utilization (%) / instance area, um^2 / total power (W) / hold slack, ns / std cells
3_3_place_gp: 16.86 / 1725 / 0.0002617 / 0.4642 / 276
5_1_grt: 17.30 / 1770 / 0.0004196 / 0.5076 / 280
4_1_cts: 17.30 / 1770 / 0.0004046 / 0.4840 / 280
3_5_place_dp: 16.86 / 1725 / 0.0002619 / 0.4727 / 276
2_1_floorplan: - / 1508 / 0.0002527 / 0.4425 / 136
6_report: 17.30 / 1770 / 0.0003978 / 0.4779 / 280
-- where the power goes --
group	internal, W	leakage [nW]	switching, W
Sequential	0.000248	0.440	0
Clock	0.0000693	0.0228	0.0000722
Combinational	0.00000240	0.222	0.00000643
Total	0.000319	0.685	0.0000786
-- how the worst max path moves through the flow --
stage / slack, ns / to / start
4_1_cts: 1.74 / clk_div / clk_count[12]
5_1_grt: 1.62 / clk_div / clk_count[13]
6_report: 1.75 / clk_div / clk_count[12]
-- worst max-delay path, delay by kind of cell (launching register included) --
family | cells | cell delay, ns
DFF | 1 | 0.44
and+or+nand+nor | 4 | 1.63
-- layout make-up --
type	count	area (um^2)	share of cell area, %
well taps	136	170.2	9.611
multi-input cells	95	636.9	35.97
inverters	5	18.77	1.060
flip-flops and latches	33	832.0	47.00
repair buffers	7	67.56	3.816
clock buffers	4	45.04	2.544
-- logic make-up (layout without fill, tap and decap cells) --
group                    Yosys count  in the layout  synth area share, %
AND/OR/NAND/NOR                   59             59                21.83
XOR/XNOR                          20             20                11.62
adder cells (fa/ha/maj)            3              3                2.490
AND-OR/OR-AND                     12             12                5.560
multiplexers                       1              1               0.7468
flip-flops                        33             33                55.19
buffers and inverters              8             16                2.572
-- state kept, by name, indices dropped and copies added (netlist names) --
| signal | count |
|---|---|
| state | 4 |
| clk_div | 1 |
| led | 4 |
| clk_count | 24 |
Power figures rest on the tool's default switching activity, not on a simulated workload.
