===== flow/design.v =====
module fsm_mealy(
    input clk,
    input rst_btn,
    input go_btn,
    output reg [3:0] led,
    output reg done_sig, 
);
localparam STATE_IDLE = 2'd0;
localparam STATE_COUNTING = 2'd1;
localparam MAX_CLK_COUNT = 24'd15000000;
localparam MAX_LED_COUNT = 4'hf;
wire rst;
wire go;
reg div_clk;
reg [1:0] state;
reg [23:0] clk_count;
assign rst = ~rst_btn;
assign go = ~go_btn;
always@(posedge clk or posedge rst) begin
    if(rst == 1'b1) begin
        clk_count <= 24'b0;
    end 
    else if(clk_count == MAX_CLK_COUNT) begin
        clk_count <= 24'b0;
        div_clk <= ~div_clk;
    end 
    else begin
        clk_count <= clk_count+1;
    end
end
always@(posedge div_clk or posedge rst) begin
    if(rst == 1'b1) begin
        state <=STATE_IDLE;
    end 
    else begin
        case (state)
            STATE_IDLE:begin
                done_sig <= 1'b0;
                if(go == 1'b1) begin
                    state <= STATE_COUNTING;
                end
            end 
            STATE_COUNTING:begin
                if(led == MAX_LED_COUNT) begin
                    state <= STATE_IDLE;
                    done_sig <= 1'b1;
                end
            end
            default: state <= STATE_IDLE;
        endcase
    end
end
always @(posedge div_clk or posedge rst) begin
    if(rst == 1'b1) begin
        led<=4'b0;
    end
    else begin
        if(state == STATE_COUNTING) begin
            led <= led +1;
        end
        else begin
            led <= 4'd0;
        end
    end
end
endmodule

===== flow/run.sh =====
#!/bin/bash
# OpenROAD 26Q1-2900-gdf79404cd8, Yosys 0.63+post, stock flow scripts
make -C /OpenROAD-flow-scripts/flow DESIGN_CONFIG=/design/flow/config.mk WORK_HOME=/design/flow/orfs finish

===== flow/config.mk =====
export PLATFORM = sky130hd
export DESIGN_NAME = fsm_mealy
export DESIGN_NICKNAME = fsm_mealy
export VERILOG_FILES = /design/flow/design.v
export SDC_FILE = /design/flow/constraint.sdc
export NUM_CORES = 4
export LEC_CHECK = 1
export CORE_UTILIZATION = 30

===== flow/constraint.sdc =====
current_design fsm_mealy

set clk_period 3.1
set clk_io_pct 0.2

create_clock -name clk0 -period $clk_period [get_ports {clk}]

set non_clock_inputs [all_inputs -no_clocks]
set_input_delay [expr $clk_period * $clk_io_pct] -clock clk0 $non_clock_inputs
set_output_delay [expr $clk_period * $clk_io_pct] -clock clk0 [all_outputs]

==> results.cfg <==
; flow metrics
[clock_network]
clock_latency_ps = 260
cts_buffers = 3
clockRootBuffer = clkbuf_8
cts_setup_buffers = 0
cts_resized = 0
clockBufferDepth = 2
hold_buffers = 0
clkSlewWorstSetupHoldPaths_ps = 80
htreeDepth = 1
cts_tree = done

[detailed_routing]
via_per_inst = 4.750
routedWlPerCell_um = 11.46
diodes = 0
drt_pre_antenna_iters = 4
via_count = 1026
drc = 0
drt_iter0_drc = 38
routed_wl_mm = 2.476
ant_nets = 0

[flow_run]
cap_violations = 0
warnings = 26

[synthesis]
ys_sh_mux = 0
top_cells_by_area = dfrtp_1 49%, xnor2_1 9.5%, nand4_1 4.2%
synth_chip_area_mm2 = 0.001480
syn_inst = 139
top_area_frac = 0.4903
synthAdderAreaFrac = 0.02536
ys_sh_aoi = 0.03973
numSynthFlops = 32
synth-edff-count = 2
synthesis.area_mm2 = 0.001480
ys_seq_share = 0.5486
async_flop_share = 0.9375
top_cell = dfrtp_1
syn_avg_cell_area_um2 = 10.65
ys.flop_type = dfrtp_1
ys_cells = 139
ys_sh_simple = 0.2468
yosysTopAreaCell = dfrtp_1
common_cells = 29 x dfrtp_1, 16 x xnor2_1, 14 x nor2_1, 10 x nand2_1, 10 x nand4_1
synthTopLogicFamily = simple AND/OR/NAND/NOR gates
synth-xor-area-share = 0.1183
ys_warn_count = 1
ys_types = 29

[final_layout]
nFillCells = 467
logic_area_um2 = 636.9
seq_area_um2 = 812.0
area_growth_pct = 13.36
layoutNonFillerInstCount = 216
drive_gt1_frac = 0.04698
final_area_mm2 = 0.001678

[place]
dp_hpwl_mm = 1.818
place_worst_setup_slack_ps = 1111
gp_congestion = 0.8434
dp.cells = 212
portBuffers = 7
placed_cell_area_mm2 = 0.001633

[sta]
worst_slew_pin_slew_ps = 698.7
relSlewSlack = 0.5299
min_period_ps = 2011
unclocked_regs = 7
rsz0062_at_grt = no
fin_skew_ps = 3.080
hold_violations = 0
period_used_share = 0.6487
fmax_ghz = 0.4972
timing.final.ws_setup_ps = 1089
untimed_endpoints = 13
report.final.setup_viol = 0
holdWs_ps = 504.7
finalSetupTns_ps = 0
slew_viol_final = 0

[status]
status = complete, no violations

[floorplan]
die_area_mm2 = 0.005219
die_h_um = 72.24
num_rows = 25
floorplan.core_util = 0.3134
io_pins = 8
core_mm2 = 0.004723
die_x_um = 72.24

[min_path]
hold_end = clk_count[20]
min_from = clk_count[20]
hold_path_depth = 1
min_path_type = register to register

[power_and_ir_drop]
p_per_area_mw_per_mm2 = 311.9
p_leak_uw = 0.0006829
ir_drop_mv = 0.2761

[setup_path]
timing.rr.start = clk_count[0]
cp.arrival_ps = 2200
cp.required_ps = 3290
crit_fanout = 5
critical_path.endpoint_type = register
r2r_end = clk_count[22]
regToRegSetupSlack_ps = 1090
startpoint_type = register
path_class = register to register
r2r_cells = 5

[global_routing]
antenna_found_initial = 0
grt_pass1_wl_mm = 4.623
grt_pass1_vias = 1035
grt_max_degree = 32
met2_usage = 0.1786
grt-busiest-layer = met2
use_met3 = 0.02958
overflow = 0
grt_usage = 0.1130
use_met1 = 0.1705
==> power breakdown <==
group | total [uW] | internal [uW] | switching, uW
Sequential | 327 | 327 | 0
Clock | 185 | 91.6 | 93.5
Combinational | 10.8 | 3.06 | 7.71
Total | 523 | 422 | 101
==> worst max-delay path, cell delays in order, from the launching register on <==
cell     delay (ps)
dfrtp_1         430
ha_1            230
nand3_1         180
or3_1           440
or4_1           510
a21oi_1         160
==> per-stage QoR <==
stage	util	power, uW
floorplan	-	334.1
global placement	0.3457	345.3
detailed placement	0.3457	345.5
CTS	0.3552	531.0
global route	0.3552	546.6
finish	0.3552	523.3
==> state kept, by name (all words and copies together) (netlist names) <==
| register | count |
|---|---|
| done_sig | 1 |
| state | 2 |
| led | 4 |
| div_clk | 1 |
| clk_count | 24 |
==> how the worst max path moves through the flow <==
stage,to,start,slack (ps)
after CTS,clk_count[22],clk_count[0],1090
after global routing,clk_count[18],clk_count[8],870
final,clk_count[22],clk_count[0],1090
==> cell families (layout without fill, tap and decap cells) <==
group	Yosys count	in the layout
AND/OR/NAND/NOR	66	66
buffers and inverters	8	18
flip-flops	32	32
AND-OR/OR-AND	10	10
XOR/XNOR	20	20
adder cells (fa/ha/maj)	3	3
==> cell type report <==
| type | instances | share of cell area |
|---|---|---|
| clock buffer | 4 | 0.02685 |
| sequential | 32 | 0.4840 |
| inverter | 6 | 0.01342 |
| timing repair buffer | 8 | 0.04623 |
| multi-input combinational | 99 | 0.3796 |
| tap | 67 | 0.04996 |
==> cells in the final DEF, fill, tap and decap left out, types with 2 or more instances in the layout <==
master and n:
edfxtp_1 2, nor2b_1 2, nand3_1 8, or4_1 2, nand2_1 10, nand4_1 10, o21ai_0 3, inv_1 6
o31ai_1 2, nor4_1 6, clkbuf_8 3, xnor2_1 16, a21oi_1 4, nor2_1 14, or3_1 2, clkdlybuf4s50_1 7
xor2_1 4, dfrtp_1 29, and2_1 5, ha_1 3
==> metal layers <==
metal	wire [um]	up-vias
met5	0	-
met4	0	0
li1	-	510
met3	130	0
met1	1237	496
met2	1108	20
No activity file was given, so power comes from the tool's default toggle rates.
